### run.sh
#!/bin/bash
# OpenROAD 26Q1-2900-gdf79404cd8, Yosys 0.63+post, stock flow scripts
make -C /OpenROAD-flow-scripts/flow DESIGN_CONFIG=/design/flow/config.mk WORK_HOME=/design/flow/orfs finish
### config.mk
export PLATFORM = sky130hd
export DESIGN_NAME = llr
export DESIGN_NICKNAME = llr
export VERILOG_FILES = /design/flow/design.v
export SDC_FILE = /design/flow/constraint.sdc
export NUM_CORES = 4
export LEC_CHECK = 1
export CORE_AREA = 10 10 86 86
export DIE_AREA = 0 0 96 96
### constraint.sdc
current_design llr

set clk_period 7.2
set clk_io_pct 0.2

create_clock -name clk0 -period $clk_period

set non_clock_inputs [all_inputs -no_clocks]
set_input_delay [expr $clk_period * $clk_io_pct] -clock clk0 $non_clock_inputs
set_output_delay [expr $clk_period * $clk_io_pct] -clock clk0 [all_outputs]
### design.v
module llr (
    input wire [31:0] word,
    input wire [7:0] onehot,
    output wire [31:0] llr_data,
    output wire [3:0] llr_we
    );
assign llr_data =   (onehot[2]||onehot[7]) ? {word[23:16],word[15:8],word[7:0],word[31:24]} :
                    (onehot[1]||onehot[6]) ? {word[15:0],word[31:16]} : 
                    (onehot[0]||onehot[5]) ? {word[7:0],word[31:24],word[23:16],word[15:8]} : word;
assign llr_we = onehot[7] ? 4'b0001 :
                onehot[6] ? 4'b0011 :
                onehot[5] ? 4'b0111 :
                (onehot[3]||onehot[4]) ? 4'b1111 :
                onehot[2] ? 4'b1110 :
                onehot[1] ? 4'b1100 :
                onehot[0] ? 4'b1000 : 4'b0;  
endmodule
==> results_slide.txt <==
Key Metrics from the Run

Final layout
  – Synthesis-to-layout area growth: 68.5%
  – Fraction of final layout cells sized beyond drive strength 1: 16.7%
  – Post-layout instance area: 2000 um2
  – Layout fillers: 588
  – Count of flip-flops and latches: 0
  – Number of clock buffer instances in the layout: 0
  – Final cell utilization of the core: 36.2%
  – FF+latch area: 0 um2

Global routing
  – Antenna violations before repair: 0
  – Vias in the first global route: 1435
  – Met1 GRT Util: 12.1%
  – Global routing met2 resource utilization: 14.7%
  – Most used routing layer: met2
  – Overall global routing resource usage: 9.17%
  – Maximum number of pins on one net before global-route repair: 35
  – Final global-route overflow total: 0
  – Wire length of the first global-routing pass: around 7100 um
  – Global Route met3 Usage: 3.54%

Final timing
  – Setup-failing EPs final: 0
  – Tightest Pin Transition: ~0.53 ns
  – Count of pins over their slew limit: 0
  – Post-Route Setup TNS: 0 ns
  – Worst slew margin relative to its limit: 64.5%
  – Final worst path period need: 5.42 ns
  – Unrepaired setup endpoints after global routing: no
  – Number of hold-slack violations in the final timing report: 0
  – Achievable clock frequency: 185 MHz
  – Cycle use final: 75.2%

Clock network
  – Number of hold buffers added after cts: 0
  – Count of instances resized after the clock tree is built: 0
  – Post-CTS Setup Inserts: 0

Die
  – Vertical die dimension: 96 um
  – Floorplan-stage core utilization: 21.5%
  – Die Width: around 96 um
  – Placeable core region: approximately 5500 um2
  – Top-level I/O count: 76
  – Number of placement rows: 27
  – Area of the die: between 9000 and 10000 um2

Setup path
  – Maximum fanout count along the critical path: 34
  – Required time of the critical path: 5.76 ns
  – Critical path, cell by cell: clkdlybuf4s50_1, or2_1, buf_4, or3_2, buf_4, o221ai_2, clkdlybuf4s50_1
  – Signal arrival time at the worst endpoint: 3.98 ns
  – CP Capture Point: llr_data[7]
  – Start point of the critical path: onehot[7]
  – Slowest stage cell on the critical path: or3_2
  – Setup CP Type: input pin to output port
  – Startpoint type of the worst setup path: input pin
  – Crit. End Element: output port
  – Worst stage delay on the critical path: 0.57 ns

Route
  – Aggregate routed wire length: around 4300 um
  – Avg Vias per Cell: roughly 4.7
  – Starting DRT DRC Count: 25
  – Average wire per cell in the routed design: 14.6 um
  – Diodes inserted: 0
  – DRC errors left: 0
  – Number of detailed-route iterations in the first pass: 4
  – Number of nets still failing antenna checks after routing: 0
  – Overall via count from detail_route: approximately 1400

Job
  – Tool warning count: 32
  – Number of max-cap violations: 0

Place
  – Cell Area, Placed: 2000 um2
  – Count of buffers inserted at the top-level ports: ~76
  – Post-DP HPWL: 3420 um
  – Routability-driven placement congestion ratio: 0.835

Synthesis
  – Ranking of synthesized cells by instance count: nand2_1, inv_1, mux2i_1
  – Total cell area reported by yosys after synthesis: 1190 um2
  – Count of mapped cells out of synthesis: about 160
  – Yosys Instances: 156
  – Post-synthesis cell area: about 1200 um2
  – Biggest area cells: o221ai_2, mux2i_1, nand2_1
  – Sequential cell area fraction in the yosys report: 0%
  – Largest area contributor in the netlist: o221ai_2
  – Count of distinct cell types in the synthesized netlist: 16
  – Dominant cell by count in the synthesized netlist: nand2_1
  – Yosys warnings: 0
  – Max-area cell share: 37.9%
  – Avg Cell Area, Syn: 7.62 um2

Power
  – Leakage power total: 0.808 nW
  – Worst vdd rail ir drop: 21.3 uV
  – P per Cell Area: 60.6 nW/um2

Outcome
  – Run status: finished clean

Min path
  – Kind of path behind the tightest hold check: input pin to output port
==> critical path: cells and delay by family <==
kind,cells,cell delay (ns)
and+or+nand+nor,2,0.81
buffers and inverters,4,1.49
AOI/OAI and AO/OA,1,0.20
==> logic make-up after synthesis <==
group,after synthesis,synth area share (%)
simple gates,42,13.9
buf+inv,46,17.4
mux,32,26.9
compound gates,36,41.8
==> where the power goes <==
part / total (W) / internal, W / switching, W / leakage (nW)
Clock: 0 / 0 / 0 / 0
Combinational: 0.000121 / 0.0000720 / 0.0000494 / 0.808
Sequential: 0 / 0 / 0 / 0
==> cell usage in the layout (no fill, tap or decap), drive strengths merged <==
cell and n:
nor2 5, nand2 33, clkdlybuf4s50 76, o221ai 32
o21bai 1, or3 1, buf 4, a21oi 1
nor3 2, a21boi 1, or2 1, inv 32
a2111oi 1, mux2i 32
==> stage by stage <==
stage	std cells	setup WS (ns)	total power (W)	hold WS, ns
2_1_floorplan	156	3.30	0.0000517	2.89
3_3_place_gp	294	1.76	0.000123	3.87
3_5_place_dp	294	1.75	0.000123	3.87
4_1_cts	294	1.75	0.000124	3.87
5_1_grt	294	1.64	0.000134	3.90
6_report	294	1.78	0.000121	3.87
==> routing by layer <==
metal	wire, um	share of wire [%]
met5	0	0
met4	0	0
met3	409	9.5
met2	1970	46
met1	1910	45
==> worst min-delay path by stage <==
stage / to / from / cells past startpoint
4_1_cts: llr_we[1] / onehot[7] / 3
5_1_grt: llr_we[1] / onehot[7] / 3
6_report: llr_we[1] / onehot[7] / 3
==> cell type report <==
class                      instances  area [um2]  area share, %
multi-input combinational        110        1000           50.0
timing repair buffer              80         791           39.5
inverter                          32         120           6.00
tap                               72        90.1           4.50
No activity file was given, so power comes from the tool's default toggle rates.
