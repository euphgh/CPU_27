**./design.v**
```verilog
module FixedMapping (
    input wire [31:0] VAddr,
    output wire [31:0] PAddr
    );
wire [2:0] head;
assign head = (VAddr[31]&&(!VAddr[30])) ? 3'b000 : VAddr[31:29]; 
assign PAddr = {head,VAddr[28:0]};
endmodule
module IF(
	input wire clk,rst_n,
    input wire id_allowin_in,
    output wire if_valid_out,
    input wire id_brcal_res_in,  
 	input wire [31:0] id_bjpc_res_in,  
	output wire [31:0] if_PC_out,if_NPC_out,if_NNPC_out,if_Instruct_out,
    output wire [31:0] inst_sram_wdata,
    output wire [3:0] inst_sram_wen,
    output wire [31:0] inst_sram_addr,
    input  wire [31:0] inst_sram_rdata,
    output wire inst_sram_en
	);
wire  [31:0]  address;   
wire  [3:0]  addrexc_con;
wire  ExceptSet;
wire  [7:0]  ExcCode;
wire  [31:0]  VAddr;  
wire  [31:0]  PAddr;
wire ready ;
wire allowin ;
wire valid_r;
reg  id_to_if_brcal_res_r ;
reg  [31:0] id_to_if_bjpc_res_r;
reg  [31:0] id_to_if_NPC_r;
assign ready = 1'b1;  
assign valid_r = ready;
assign if_valid_out = valid_r;
assign allowin = ready&&id_allowin_in;
always @(posedge clk) begin
    if (!rst_n) begin
        id_to_if_brcal_res_r <= 1'b0;
        id_to_if_bjpc_res_r <= 32'b0;
        id_to_if_NPC_r <= 32'hbfc00000;
    end
    else if (allowin && valid_r) begin
        id_to_if_brcal_res_r <= id_brcal_res_in;
        id_to_if_bjpc_res_r <= id_bjpc_res_in;
        id_to_if_NPC_r <= if_NPC_out;
    end
end
assign if_PC_out = id_to_if_brcal_res_r ? id_to_if_bjpc_res_r : id_to_if_NPC_r;
assign inst_sram_addr = PAddr;
FixedMapping  u_FixedMapping (
    .VAddr                   ( VAddr   ),
    .PAddr                   ( PAddr   ) 
);
assign VAddr = if_PC_out;
assign inst_sram_addr = PAddr;
addrexc  u_addrexc (
    .address                 ( address       ),
    .addrexc_con             ( addrexc_con   ),
    .ExceptSet               ( ExceptSet     ),
    .ExcCode                 ( ExcCode       ) 
);
assign address = if_PC_out;
assign if_NPC_out = if_PC_out + 3'd4;
assign if_NNPC_out = if_PC_out + 4'd8;
assign addrexc_con = 4'b1; 
assign if_Instruct_out = inst_sram_rdata;
assign inst_sram_wen = 4'b0;
assign inst_sram_wdata = 32'b0;
assign inst_sram_en = id_allowin_in&&rst_n;
endmodule
module addrexc (
    input wire [31:0] address,
    input wire [3:0] addrexc_con,  
    output wire ExceptSet,
    output wire [7:0] ExcCode
    );
wire two,four;
assign two = address[0];
assign four = address[0]||address[1]; 
assign ExceptSet =  (addrexc_con[0]||addrexc_con[2]) ? two :
                    (addrexc_con[1]||addrexc_con[3]) ? four : 1'b0;
assign ExcCode =    (addrexc_con[0]||addrexc_con[1]) ? 8'h04 : 8'h05;
endmodule
```
**./run.sh**
```bash
#!/bin/bash
# OpenROAD 26Q1-2900-gdf79404cd8, Yosys 0.63+post, stock flow scripts
make -C /OpenROAD-flow-scripts/flow DESIGN_CONFIG=/design/flow/config.mk WORK_HOME=/design/flow/orfs finish
```
**./config.mk**
```make
export PLATFORM = sky130hd
export DESIGN_NAME = IF
export DESIGN_NICKNAME = IF
export VERILOG_FILES = /design/flow/design.v
export SDC_FILE = /design/flow/constraint.sdc
export NUM_CORES = 4
export LEC_CHECK = 1
export CORE_UTILIZATION = 30
```
**./constraint.sdc**
```tcl
current_design IF

set clk_period 14.4
set clk_io_pct 0.2

create_clock -name clk0 -period $clk_period [get_ports {clk}]

set non_clock_inputs [all_inputs -no_clocks]
set_input_delay [expr $clk_period * $clk_io_pct] -clock clk0 $non_clock_inputs
set_output_delay [expr $clk_period * $clk_io_pct] -clock clk0 [all_outputs]
```
==> flow_summary.html <==
<p>Metrics extracted from the flow reports.</p>
<table>
<tr><th>Metric</th><th>Value</th></tr>
<tr><th colspan="2">Run status</th></tr>
<tr><td>Run status</td><td>completed</td></tr>
<tr><th colspan="2">Clock network</th></tr>
<tr><td>Clock latency (worst-skew pair)</td><td>between 0.3 and 0.4 ns</td></tr>
<tr><td>CTS root buf</td><td>sky130_fd_sc_hd__clkbuf_16</td></tr>
<tr><td>Clk buf depth</td><td>2</td></tr>
<tr><td>TritonCTS buffer count</td><td>9</td></tr>
<tr><td>Clock Sinks</td><td>65</td></tr>
<tr><td>TritonCTS clock tree</td><td>done</td></tr>
<tr><td>Clock transition at the registers of the reported paths</td><td>~0.050 ns</td></tr>
<tr><td>Number of levels in the clock H-tree</td><td>3</td></tr>
<tr><td>Resize count post-CTS</td><td>0</td></tr>
<tr><td>Post-cts hold buffer count</td><td>0</td></tr>
<tr><td>Number of setup buffers added after CTS</td><td>0</td></tr>
<tr><th colspan="2">Floorplan</th></tr>
<tr><td>IO Count</td><td>266</td></tr>
<tr><td>FP Core Util</td><td>around 31%</td></tr>
<tr><td>Area of the core</td><td>around 0.017 sq mm</td></tr>
<tr><td>Die span in y</td><td>about 130 microns</td></tr>
<tr><td>Area of the die</td><td>around 0.017 sq mm</td></tr>
<tr><td>Horizontal extent of the die</td><td>131.8 microns</td></tr>
<tr><td>Placement Rows</td><td>between 40 and 50</td></tr>
<tr><th colspan="2">Place</th></tr>
<tr><td>Number of port buffers</td><td>~160</td></tr>
<tr><td>Total instance count after detailed placement</td><td>916</td></tr>
<tr><td>Post-Place Setup Slack</td><td>6.672 ns</td></tr>
<tr><td>Estimated wirelength of the detail-placed design</td><td>approximately 12,000 microns</td></tr>
<tr><td>Last weighted congestion value of the routability-driven placer</td><td>about 0.90</td></tr>
<tr><th colspan="2">Setup path</th></tr>
<tr><td>Endpoint required time on the critical path</td><td>about 12 ns</td></tr>
<tr><td>Capturing element type of the critical path</td><td>output pin</td></tr>
<tr><td>Element type at the critical path start</td><td>input port</td></tr>
<tr><td>Critical setup path kind</td><td>in -&gt; out</td></tr>
<tr><td>Highest fanout seen on the critical path</td><td>14</td></tr>
<tr><td>CP Data Arrival Time</td><td>approximately 4.9 ns</td></tr>
<tr><th colspan="2">STA</th></tr>
<tr><td>Post-route clock period utilization</td><td>~54%</td></tr>
<tr><td>Final TNS setup</td><td>0 ns</td></tr>
<tr><td>Highest clock frequency the design can meet</td><td>approximately 0.13 GHz</td></tr>
<tr><td>Fin worst setup slack</td><td>6.628 ns</td></tr>
<tr><td>Transition time at the pin with the least slew margin</td><td>approximately 0.89 ns</td></tr>
<tr><td>Number of failing hold endpoints at the final stage</td><td>0</td></tr>
<tr><td>Relative slew margins</td><td>~40%</td></tr>
<tr><td>Time the worst path needs with I/O delays and setup</td><td>7.772 ns</td></tr>
<tr><td>Worst clock skew</td><td>~0.008 ns</td></tr>
<tr><td>Max-slew violation total from the final report</td><td>0</td></tr>
<tr><td>RSZ-0062 raised after global routing</td><td>false</td></tr>
<tr><td>Number of setup violations in the final report</td><td>0</td></tr>
<tr><th colspan="2">Yosys</th></tr>
<tr><td>Sequential-to-total area share from yosys stat</td><td>roughly 26%</td></tr>
<tr><td>Synthesized area</td><td>between 0.005 and 0.006 sq mm</td></tr>
<tr><td>Cell variety after synth</td><td>approximately 47</td></tr>
<tr><td>Synthesis-stage register bit count</td><td>between 60 and 70</td></tr>
<tr><td>Biggest area contributors in the synthesized netlist</td><td>sky130_fd_sc_hd__dfxtp_1, sky130_fd_sc_hd__buf_4, sky130_fd_sc_hd__mux2i_1</td></tr>
<tr><td>Most popular library cell in the synthesized design by count</td><td>sky130_fd_sc_hd__buf_4</td></tr>
<tr><td>Most used flip-flop cell</td><td>sky130_fd_sc_hd__dfxtp_1</td></tr>
<tr><td>Synthesis Warnings</td><td>1</td></tr>
<tr><td>Async SR Flop Fraction</td><td>0%</td></tr>
<tr><td>YS chip area</td><td>0.005057 sq mm</td></tr>
<tr><td>Cell count after synthesis</td><td>~620</td></tr>
<tr><td>Number of flops mapped to enable cells by yosys</td><td>0</td></tr>
<tr><td>Portion of synthesized cell area occupied by the leading cell type</td><td>25.73%</td></tr>
<tr><td>Synthesized area divided by synthesized cell count</td><td>8.144 sq um</td></tr>
<tr><td>Cell total in the yosys stat output</td><td>between 600 and 700</td></tr>
<tr><td>Synth top cells by count</td><td>sky130_fd_sc_hd__buf_4, sky130_fd_sc_hd__nor2_1, sky130_fd_sc_hd__dfxtp_1</td></tr>
<tr><td>Biggest area consumer among synthesized cells</td><td>sky130_fd_sc_hd__dfxtp_1</td></tr>
<tr><th colspan="2">Cells and area</th></tr>
<tr><td>Post-synthesis to final-layout area growth</td><td>28.60%</td></tr>
<tr><td>Layout cells sized above 1</td><td>5.899%</td></tr>
<tr><td>Final core occ</td><td>between 30% and 40%</td></tr>
<tr><td>Non-filler instance count after layout</td><td>approximately 930</td></tr>
<tr><th colspan="2">Worst hold path</th></tr>
<tr><td>Worst min-delay path class</td><td>reg -&gt; reg</td></tr>
<tr><th colspan="2">Drt</th></tr>
<tr><td>Routed len/inst</td><td>16.49 microns</td></tr>
<tr><td>1st-iter DRT viols</td><td>about 330</td></tr>
<tr><td>Antenna cell count</td><td>0</td></tr>
<tr><td>Remaining antenna violation count</td><td>0</td></tr>
<tr><td>Vias per Instance</td><td>between 4 and 5</td></tr>
<tr><td>Final WL</td><td>between 15,000 and 20,000 microns</td></tr>
<tr><td>Total via count in the routed design</td><td>4,511</td></tr>
<tr><td>DRC</td><td>0</td></tr>
<tr><td>Initial DRT Pass Iterations</td><td>16</td></tr>
<tr><th colspan="2">Global route</th></tr>
<tr><td>Total overflow reported by the global router</td><td>0</td></tr>
<tr><td>First-pass GRT wire length</td><td>between 20,000 and 25,000 microns</td></tr>
<tr><td>Antenna violations before repair</td><td>0</td></tr>
<tr><td>Gr usage total</td><td>between 15 and 20%</td></tr>
<tr><td>Vias in the first global route</td><td>4,085</td></tr>
<tr><td>Largest net degree at the start of global routing</td><td>47</td></tr>
<tr><th colspan="2">Job</th></tr>
<tr><td>Count of tool warnings</td><td>26</td></tr>
<tr><td>Count of max-cap constraint violations</td><td>0</td></tr>
<tr><th colspan="2">Power</th></tr>
<tr><td>Highest ir drop seen on vdd</td><td>approximately 57 uV</td></tr>
<tr><td>PwrDens</td><td>about 80 mW/mm^2</td></tr>
<tr><td>Standby leakage power</td><td>roughly 2.6 nW</td></tr>
</table>
-- metal layers --
layer  GRT usage, %  part of all wire [%]  wire [microns]  vias to the layer above
met5              0                     0               0                        -
met4          2.907                   1.5             229                        0
met3          4.476                   8.1            1250                       21
met2          27.69                    46            7026                      194
met1          25.51                    45            6863                     2098
li1               -                     -               -                     2198
-- through the flow --
step	hold slack, ns	total power [W]	cell area, sq um
6_report	0.4798	0.0005093	6504
3_3_place_gp	0.4640	0.0003101	6228
5_1_grt	0.4984	0.0005354	6504
4_1_cts	0.4820	0.0005168	6504
2_1_floorplan	0.4422	0.0002646	5189
3_5_place_dp	0.4655	0.0003101	6228
-- final cells by class --
type / count / area, sq um
Clock buffer: 13 / 260.3
Clock inverter: 3 / 15.01
Fill cell: 1673 / 10020
Inverter: 27 / 101.3
Multi-Input combinational cell: 434 / 2868
Sequential cell: 65 / 1303
Tap cell: 220 / 275.3
Timing Repair Buffer: 170 / 1682
-- where the power goes --
group          internal [W]  switching, W
clock              0.000125     0.0000790
sequential         0.000189    0.00000869
combinational     0.0000654     0.0000421
total              0.000379      0.000130
-- registers in the layout (all words and copies together) (netlist names) --
register / count
id_to_if_NPC_r: 32
id_to_if_bjpc_res_r: 32
id_to_if_brcal_res_r: 1
-- final timing paths --
kind / slack (ns) / to / cells past startpoint / startpoint
worst min register to register: 0.48 / id_to_if_NPC_r[0] / 2 / id_to_if_NPC_r[0]
worst max register to register: 11.16 / id_to_if_NPC_r[22] / 9 / id_to_if_brcal_res_r
worst max-delay path: 6.63 / inst_sram_en / 4 / rst_n
worst min-delay path: 0.48 / id_to_if_NPC_r[0] / 2 / id_to_if_NPC_r[0]
-- critical path, cell delays in order --
cell	delay, ns
sky130_fd_sc_hd__clkdlybuf4s50_1	0.81
sky130_fd_sc_hd__nand2_1	0.21
sky130_fd_sc_hd__inv_1	0.40
sky130_fd_sc_hd__clkdlybuf4s50_1	0.58
-- cells by family (layout without fill, tap and decap cells) --
| kind of cell | Yosys count | after routing | synth area share, % |
|---|---|---|---|
| and+or+nand+nor | 211 | 211 | 21.35 |
| buffers and inverters | 157 | 213 | 20.16 |
| AOI/OAI and AO/OA | 70 | 70 | 10.32 |
| muxes | 70 | 70 | 14.10 |
| DFF | 65 | 65 | 25.73 |
| xor gates and xnor gates | 43 | 43 | 7.447 |
| adders and majority gates | 3 | 3 | 0.7423 |
| other | 2 | 37 | 0.1485 |
-- cell usage in the layout, fill, tap and decap left out, types with 6 or more instances in the layout --
cell,netlist,layout
sky130_fd_sc_hd__a21oi_1,16,16
sky130_fd_sc_hd__a22oi_1,12,12
sky130_fd_sc_hd__and2_1,6,6
sky130_fd_sc_hd__buf_4,107,6
sky130_fd_sc_hd__clkbuf_16,0,9
sky130_fd_sc_hd__clkdlybuf4s50_1,0,163
sky130_fd_sc_hd__conb_1,2,37
sky130_fd_sc_hd__dfxtp_1,65,64
sky130_fd_sc_hd__inv_1,25,25
sky130_fd_sc_hd__mux2_2,10,10
sky130_fd_sc_hd__mux2i_1,60,60
sky130_fd_sc_hd__nand2_1,31,31
sky130_fd_sc_hd__nand3_1,41,41
sky130_fd_sc_hd__nand3b_1,15,15
sky130_fd_sc_hd__nand4_1,18,18
sky130_fd_sc_hd__nor2_1,67,67
sky130_fd_sc_hd__nor2b_1,8,8
sky130_fd_sc_hd__nor3_1,9,9
sky130_fd_sc_hd__xnor2_1,39,39
No activity file was given, so power comes from the tool's default toggle rates.
