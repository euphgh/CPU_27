File: flow/config.mk
export PLATFORM = sky130hd
export DESIGN_NAME = EXE
export DESIGN_NICKNAME = EXE
export VERILOG_FILES = /design/flow/design.v
export SDC_FILE = /design/flow/constraint.sdc
export NUM_CORES = 4
export LEC_CHECK = 1
export CORE_UTILIZATION = 50
File: flow/constraint.sdc
current_design EXE

set clk_period 26.3
set clk_io_pct 0.2

create_clock -name clk0 -period $clk_period [get_ports {clk}]

set non_clock_inputs [all_inputs -no_clocks]
set_input_delay [expr $clk_period * $clk_io_pct] -clock clk0 $non_clock_inputs
set_output_delay [expr $clk_period * $clk_io_pct] -clock clk0 [all_outputs]
File: flow/design.v
`timescale 1ns / 1ps
module ALU(
    input wire [31:0] scr0,scr1,
    input wire [11:0] aluop,
    output wire overflow,
    output wire [31:0] aluso
    );
wire add_op,sub_op,and_op,or_op,nor_op,xor_op,slt_op,sltu_op,sll_op,srl_op,sra_op,lui_op;
assign {add_op,sub_op,and_op,or_op,nor_op,xor_op,slt_op,sltu_op,sll_op,srl_op,sra_op,lui_op} = aluop;
wire [31:0] and_res,or_res,nor_res,xor_res,sll_res,srl_res,sra_res,lui_res;
assign and_res = scr0 & scr1;
assign or_res = scr0 | scr1;
assign nor_res = !(scr0 | scr1);
assign xor_res = scr0 ^ scr1;
assign sll_res = scr1 << scr0[4:0] ;
assign srl_res = scr1 >> scr0[4:0] ;
assign sra_res = ($signed(scr1)) >> scr0[4:0] ;
assign lui_res = {scr1[15:0],16'b0};
wire cin,cout;
wire [31:0] add_a,add_b,add_sub_res;
adder #(.BUS(32)) u_adder (
    .add_a                   ( scr0      ),
    .add_b                   ( scr1      ),
    .adder_op                ( {add_op,sub_op,slt_op,sltu_op}   ),
    .add_res                 ( add_sub_res    ),
    .overflow                ( overflow   )
);
assign aluso  = ({32{add_op||sub_op||slt_op||sltu_op}} & add_sub_res)
                |({32{and_op}} & and_res)
                |({32{or_op}} & or_res)
                |({32{nor_op}} & nor_res)
                |({32{xor_op}} & xor_res)
                |({32{sll_op}} & sll_res)
                |({32{srl_op}} & srl_res)
                |({32{sra_op}} & sra_res)
                |({32{lui_op}} & lui_res) ;     
endmodule
module EXE(
	input wire  clk,rst_n,
    input wire  mem_allowin_in,
    output wire exe_allowin_out,
    input wire  id_valid_in,
    output wire exe_valid_out,
 	input wire [2:0]  id_sbhw_con_in,  
	input wire [3:0]  id_addrexc_con_in,  
	input wire [3:0]  id_sel_wbdata_in,  
	input wire [11:0] id_aluop_in,  
	input wire [31:0] id_RD2_in,  
	input wire [31:0] id_aludata1_in,  
	input wire [31:0] id_aludata2_in,  
	input wire [1:0]  id_sel_dm_con_in,  
	input wire [1:0]  id_lr_con_in,  
	input wire [4:0]  id_lubhw_con_in,  
    input wire [31:0] id_PC_in,  
    input wire [31:0] id_NNPC_in,  
    input wire [4:0]  id_regnum_in,  
    input wire [2:0]  id_write_type_in,  
	output wire [31:0] exe_alures_out,  
	output wire [3:0]  exe_sel_wbdata_out,  
	output wire [4:0]  exe_lubhw_con_out,  
    output wire [31:0] exe_PC_out,
    output wire [31:0] exe_NNPC_out,
    output wire [4:0]  exe_regnum_out,
	output wire [7:0]  exe_onehot_out,  
	output wire [31:0] exe_dm_data_out,  
	output wire [3:0]  exe_dm_we_out,  
	output wire [31:0] exe_dm_addr_out,  
    output wire [4:0]  exe_wnum_out,
    output wire [2:0]  exe_write_type_out
	);
wire [31:0]  scr0; 
wire [31:0]  scr1; 
wire [11:0]  aluop; 
wire  overflow;
wire  [31:0]  aluso;
wire [2:0]  sbhw_con; 
wire  [31:0]  sbhw_data;
wire  [3:0]  sbhw_we;
wire  [1:0]  adlr;  
wire  [1:0]  lr_con;
wire  [7:0]  onehot;
wire  [31:0]  RD2;
wire  [31:0]  slr_data;
wire  [3:0]  slr_we;
wire  [31:0]  address;  
wire  [3:0]  addrexc_con;
wire  ExceptSet;
wire  [7:0]  ExcCode;
wire allowin;
reg valid_r;
wire ready;
wire [31:0] aluout_exe_wire;
reg  [2:0] id_to_exe_sbhw_con_r ;
reg  [3:0] id_to_exe_addrexc_con_r ;
reg  [3:0] id_to_exe_sel_wbdata_r ;
reg  [11:0] id_to_exe_aluop_r ;
reg  [31:0] id_to_exe_RD2_r ;
reg  [31:0] id_to_exe_aludata1_r ;
reg  [31:0] id_to_exe_aludata2_r ;
reg  [1:0] id_to_exe_sel_dm_con_r ;
reg  [1:0] id_to_exe_lr_con_r ;
reg  [4:0] id_to_exe_lubhw_con_r ;
reg  [31:0] id_to_exe_PC_r ;
reg  [31:0] id_to_exe_NNPC_r ;
reg  [4:0] id_to_exe_regnum_r ;
reg  [2:0] id_to_exe_write_type_r ;
wire [31:0] EXE_PC = exe_PC_out;
always @(posedge clk ) begin
    if (!rst_n) begin
        valid_r <= 1'b0;
    end else begin
        valid_r <= id_valid_in;
    end
end
assign ready = 1'b1; 
assign allowin = !valid_r || (ready && mem_allowin_in);
assign exe_allowin_out = allowin;
assign exe_valid_out = valid_r && ready;
always @(posedge clk) begin
    if (!rst_n) begin
        id_to_exe_sbhw_con_r <= 3'b0;
        id_to_exe_addrexc_con_r <= 4'b0;
        id_to_exe_sel_wbdata_r <= 4'b0;
        id_to_exe_aluop_r <= 12'b0;
        id_to_exe_RD2_r <= 32'b0;
        id_to_exe_aludata1_r <= 32'b0;
        id_to_exe_aludata2_r <= 32'b0;
        id_to_exe_sel_dm_con_r <= 2'b0;
        id_to_exe_lr_con_r <= 2'b0;
        id_to_exe_lubhw_con_r <= 5'b0;
        id_to_exe_PC_r <= 32'b0;
        id_to_exe_NNPC_r <= 32'b0;
        id_to_exe_regnum_r <= 5'b0;
        id_to_exe_write_type_r <= 3'b0;
    end
    else if (allowin && id_valid_in) begin
        id_to_exe_sbhw_con_r <= id_sbhw_con_in;
        id_to_exe_addrexc_con_r <= id_addrexc_con_in;
        id_to_exe_sel_wbdata_r <= id_sel_wbdata_in;
        id_to_exe_aluop_r <= id_aluop_in;
        id_to_exe_RD2_r <= id_RD2_in;
        id_to_exe_aludata1_r <= id_aludata1_in;
        id_to_exe_aludata2_r <= id_aludata2_in;
        id_to_exe_sel_dm_con_r <= id_sel_dm_con_in;
        id_to_exe_lr_con_r <= id_lr_con_in;
        id_to_exe_lubhw_con_r <= id_lubhw_con_in;
        id_to_exe_PC_r <= id_PC_in;
        id_to_exe_NNPC_r <= id_NNPC_in;
        id_to_exe_regnum_r <= id_regnum_in;
        id_to_exe_write_type_r <= id_write_type_in;
    end 
    else if (!id_valid_in)begin
        id_to_exe_sbhw_con_r <= 3'b0;
        id_to_exe_addrexc_con_r <= 4'b0;
        id_to_exe_sel_wbdata_r <= 4'b0;
        id_to_exe_aluop_r <= 12'b0;
        id_to_exe_RD2_r <= 32'b0;
        id_to_exe_aludata1_r <= 32'b0;
        id_to_exe_aludata2_r <= 32'b0;
        id_to_exe_sel_dm_con_r <= 2'b0;
        id_to_exe_lr_con_r <= 2'b0;
        id_to_exe_lubhw_con_r <= 5'b0;
        id_to_exe_NNPC_r <= 32'b0;
        id_to_exe_regnum_r <= 5'b0;
        id_to_exe_write_type_r <= 3'b0;
    end
end
ALU  u_ALU (
    .scr0                    ( scr0       ),
    .scr1                    ( scr1       ),
    .aluop                   ( aluop      ),
    .overflow                ( overflow   ),
    .aluso                   ( aluso      ) 
);
assign scr0 = id_to_exe_aludata1_r;
assign scr1 = id_to_exe_aludata2_r;
assign exe_alures_out = aluso;
sbhw  u_sbhw (
    .RD2                     ( RD2         ),
    .sbhw_con                ( sbhw_con    ),
    .sbhw_data               ( sbhw_data   ),
    .sbhw_we                 ( sbhw_we     ) 
);
assign RD2 = id_to_exe_RD2_r;
assign sbhw_con = id_to_exe_sbhw_con_r;
lr_onehot  u_lr_onehot (
    .adlr                    ( adlr     ),
    .lr_con                  ( lr_con   ),
    .onehot                  ( onehot   ) 
);
assign aluop = id_to_exe_aluop_r;
assign adlr = aluso[1:0];
assign lr_con = id_to_exe_lr_con_r;
slr  u_slr (
    .RD2                     ( RD2        ),
    .onehot                  ( onehot     ),
    .slr_data                ( slr_data   ),
    .slr_we                  ( slr_we     ) 
);
addrexc  u_addrexc (
    .address                 ( address      ),
    .addrexc_con             ( addrexc_con  ),
    .ExceptSet               ( ExceptSet    ),
    .ExcCode                 ( ExcCode      ) 
);
assign address = aluso;
assign addrexc_con = id_to_exe_addrexc_con_r;
assign exe_dm_data_out = id_to_exe_sel_dm_con_r[0] ? sbhw_data : slr_data;
assign exe_dm_we_out = id_to_exe_sel_dm_con_r[0] ? sbhw_we : 
				        id_to_exe_sel_dm_con_r[1] ? slr_we : 4'b0000;
assign exe_dm_addr_out = aluso;
assign exe_PC_out = id_to_exe_PC_r;
assign exe_NNPC_out = id_to_exe_NNPC_r;
assign exe_lubhw_con_out = id_to_exe_lubhw_con_r;
assign exe_regnum_out = id_to_exe_regnum_r;
assign exe_sel_wbdata_out = id_to_exe_sel_wbdata_r;
assign exe_onehot_out = onehot;
assign exe_wnum_out = id_to_exe_regnum_r;
assign exe_write_type_out = id_to_exe_write_type_r;
endmodule
module adder
    #(parameter BUS = 4)
    (
    input [BUS-1:0] add_a,add_b,  
    input [3:0] adder_op,  
    output [BUS-1:0] add_res,
    output wire overflow
    );
wire sub_op,slt_op,sltu_op,add_op;
wire cin,cout,top_a,top_b;
wire [BUS-1:0] add_sub_res,data_a,data_b;
wire [BUS-1:0] sltu_res,slt_res; 
assign {add_op,sub_op,slt_op,sltu_op} = adder_op;
assign cin = (sub_op|slt_op|sltu_op) ? 1'b1 : 1'b0;
assign data_a = add_a;
assign data_b = (sub_op|slt_op|sltu_op) ? ~add_b : add_b;
assign top_a = (sltu_op) ? 1'b0 : data_a[BUS-1];
assign top_b = (sltu_op) ? 1'b0 : data_b[BUS-1];
assign {cout,add_sub_res} = {top_a,data_a} + {top_b,data_b} + cin;
assign overflow = (cout ^ add_sub_res[BUS-1]);
assign slt_res[BUS-1:1] = 'b0;
assign sltu_res[BUS-1:1] = 'b0;
assign slt_res[0] = ((add_sub_res[BUS-1]) ? 1'b1:1'b0) ^ overflow;
assign sltu_res[0] = (cout) ? 1'b0:1'b1;
assign add_res = ({BUS{add_op||sub_op}} & add_sub_res)
                 |({BUS{slt_op}} & slt_res)|
                 |({BUS{sltu_op}} & sltu_res);
endmodule
module addrexc (
    input wire [31:0] address,
    input wire [3:0] addrexc_con,  
    output wire ExceptSet,
    output wire [7:0] ExcCode
    );
wire two,four;
assign two = address[0];
assign four = address[0]||address[1]; 
assign ExceptSet =  (addrexc_con[0]||addrexc_con[2]) ? two :
                    (addrexc_con[1]||addrexc_con[3]) ? four : 1'b0;
assign ExcCode =    (addrexc_con[0]||addrexc_con[1]) ? 8'h04 : 8'h05;
endmodule
module lr_onehot (
    input wire [1:0] adlr,
    input wire [1:0] lr_con,  
    output wire [7:0] onehot 
    );
assign onehot =    ({lr_con[1],adlr}==3'd0) ? 8'd1 :
                   ({lr_con[1],adlr}==3'd1) ? 8'd2 : 
                   ({lr_con[1],adlr}==3'd2) ? 8'd4 : 
                   ({lr_con[1],adlr}==3'd3) ? 8'd8 : 
                   ({lr_con[1],adlr}==3'd4) ? 8'd16 :
                   ({lr_con[1],adlr}==3'd5) ? 8'd32 :
                   ({lr_con[1],adlr}==3'd6) ? 8'd64 : 8'd128 ;
endmodule
module sbhw (
    input wire [31:0] RD2,
    input wire [2:0] sbhw_con,
    output wire [31:0] sbhw_data,  
    output wire [3:0] sbhw_we  
    );
assign sbhw_data =  sbhw_con[0] ? {4{RD2[7:0]}} :
                    sbhw_con[1] ? {2{RD2[15:0]}} : RD2 ;
assign sbhw_we   =  sbhw_con[0] ? 4'b0001 : 
                    sbhw_con[1] ? 4'b0011 :
                    sbhw_con[2] ? 4'b1111 : 4'b0;
endmodule
module slr (
    input wire [31:0] RD2,
    input wire [7:0] onehot,
    output wire [31:0] slr_data,
    output wire [3:0] slr_we
    );
assign slr_data =   (onehot[0]||onehot[5]) ? {RD2[23:16],RD2[15:8],RD2[7:0],RD2[31:24]} :
                    (onehot[1]||onehot[6]) ? {RD2[15:0],RD2[31:16]} : 
                    (onehot[2]||onehot[7]) ? {RD2[7:0],RD2[31:24],RD2[23:16],RD2[15:8]} : RD2;
assign slr_we = onehot[0] ? 4'b0001 :
                onehot[1] ? 4'b0011 :
                onehot[2] ? 4'b0111 :
                (onehot[3]||onehot[4]) ? 4'b1111 :
                onehot[5] ? 4'b1110 :
                onehot[6] ? 4'b1100 :
                onehot[7] ? 4'b1000 : 4'b0;  
endmodule
File: flow/run.sh
#!/bin/bash
# OpenROAD 26Q1-2900-gdf79404cd8, Yosys 0.63+post, stock flow scripts
make -C /OpenROAD-flow-scripts/flow DESIGN_CONFIG=/design/flow/config.mk WORK_HOME=/design/flow/orfs finish
==> flow_summary.ini <==
; yosys + openroad results
[status]
status = complete, no violations

[critical_path]
critPathCaptureType = output pin
r2r_end = id_to_exe_RD2_r[6]
crit_path_start = mem_allowin_in
crit_type = in2out
reg2reg_depth = 7
reg2reg_from = valid_r
endpoint = exe_allowin_out
cp_max_fo = 164
worstPathRequired_ps = 21040
arrival_ps = 7310
regToRegSetupSlack_ps = 23390
startpoint_type = input port

[final_layout]
area_growth_pct = 27.1
fin_cells = 2873
drive_above_1_share = 0.0697
final_util = 0.648
fillers = 2631

[synthesis]
common_cells = 533 x nand2_1, 266 x a21oi_1, 196 x dfxtp_1, 129 x clkbuf_1, 129 x nor2_1
syn_inst = 2215
edf_count = 0
ys_chip_area_mm2 = 0.0162
netlist_area_mm2 = 0.0162
ys_cells = 2215
netlist.area_leader.share = 0.243
synth.distinct_cells = 77
synth.avg_cell_area_um2 = 7.30
synth_warnings = 1
yosysSeqAreaShare = 0.243
flop_cell = dfxtp_1
synth.most_common_cell = nand2_1
synthTopCellsByArea = dfxtp_1 24%, nand2_1 12%, a21oi_1 8.2%
synth_flops = 196
postSynth.asyncResetShare = 0
largest_area_cell = dfxtp_1

[clock_network]
cts_buffers = 17
cts_sinks = 196
clk_latency_ps = 440
post_cts_buffers = 0
cts_tree = done
clk_pin_slew_ps = 80
clockBufferDepth = 2
htreeDepth = 4
postCtsHoldBufs = 0
cts_resized = 0
root_buffer = clkbuf_16

[timing]
final-max-slew-violation-count = 0
fin_crit_ps = 12570
tns_ps = 0
setup_viol = 0
fin_skew_ps = 7.71
fmax_ghz = 0.0796
tightest_slew_ps = 923
rsz0062_at_grt = no
hold_violations = 0
maxSlewHeadroom = 0.383
fin_crit_sh = 0.478

[detailed_routing]
first_iter_violations = 1678
wl_um = 65500
drc = 0
wire_per_inst_um = 22.8
dr.pass1.iters = 8
ant_nets = 0
viasPerCell = 6.19
vias = 17800

[power_and_ir_drop]
clockPowerShare = 0.283
switchingPower_mw = 0.309
ir_drop_mv = 0.0477
power_frac_comb = 0.353
p_seq_frac = 0.363
p_int_mw = 0.596
p_per_area_mw_per_mm2 = 44.0
power_mw = 0.905
power.share.switching = 0.342
leakage_nw = 8.12

[hold_path]
worstHoldPathCells = 2
hold_path_class = reg2reg

[placed_design]
gp_congestion = 1.04
numPortBuffers = 394
dpl.cell_count = 2838
dp_hpwl_um = 47600

[job]
warnings = 70
drv_cap = 0

[global_routing]
antenna_found_initial = 4
grt_first_pass_wirelength_um = 98700
grt_pass1_vias = 16300
track_usage = 0.404
grt-ovfl-total = 0
grt_max_degree = 165

[die]
fp_util = 0.510
fp.dieH_um = 182
coreArea_mm2 = 0.0317
dieArea_mm2 = 0.0331
die_w_um = 182
num_rows = 65
pin_count = 400
==> stage by stage <==
step                      hold slack (ps)  worst slack (ps)  area, µm²
after floorplan                       417             15160      16200
after global placement                438             13720      20000
after detailed placement              445             13700      20000
after CTS                             455             13700      20500
after global routing                  466             13580      20600
final                                 454             13730      20600
==> critical path: stages <==
cell and delay, ps:
clkdlybuf4s50_1 450, nor2b_4 140, buf_12 480, inv_4 350, clkdlybuf4s50_1 560
==> sequential cells by signal, indices dropped and copies added (netlist names) <==
signal / count
id_to_exe_NNPC_r: 32
id_to_exe_PC_r: 32
id_to_exe_RD2_r: 32
id_to_exe_aludata1_r: 32
id_to_exe_aludata2_r: 32
id_to_exe_aluop_r: 12
id_to_exe_lr_con_r: 1
id_to_exe_lubhw_con_r: 5
id_to_exe_regnum_r: 5
id_to_exe_sbhw_con_r: 3
id_to_exe_sel_dm_con_r: 2
id_to_exe_sel_wbdata_r: 4
id_to_exe_write_type_r: 3
valid_r: 1
==> power groups by stage <==
stage         sequential [mW]  combinational (mW)  clock (mW)
finish                  0.329               0.320       0.256
global route            0.330               0.343       0.273
CTS                     0.328               0.314       0.260
==> metal layers <==
metal | vias up | track usage | routed length (µm) | part of all wire
met2 | 995 | 0.618 | 29700 | 0.45
met1 | 8393 | 0.555 | 26100 | 0.40
li1 | 8226 | - | - | -
met3 | 157 | 0.114 | 6930 | 0.11
met4 | 0 | 0.151 | 2720 | 0.042
met5 | - | 0 | 0 | 0
==> worst min-delay path by stage <==
stage     slack, ps                   end            startpoint
6_report        450  id_to_exe_NNPC_r[27]  id_to_exe_NNPC_r[27]
4_1_cts         450   id_to_exe_NNPC_r[9]   id_to_exe_NNPC_r[9]
5_1_grt         470   id_to_exe_NNPC_r[2]   id_to_exe_NNPC_r[2]
==> cell usage in the layout (no fill, tap or decap), types with 10 or more instances in the layout <==
master,Yosys,layout
o211ai_1,21,21
nor2b_1,18,17
o2111ai_1,10,10
nor3_1,20,20
xnor2_1,43,43
clkbuf_16,0,17
xor2_1,12,12
a31oi_1,10,10
dfxtp_1,196,191
mux4_2,40,40
buf_4,43,43
a22oi_1,17,17
or3_1,18,18
inv_1,74,73
mux2_2,24,24
a21boi_0,35,35
mux2i_1,74,74
a221oi_1,16,16
nand2_1,533,532
o21ai_0,120,120
a211oi_1,16,16
nand3_1,18,18
nor2_1,129,129
ha_1,100,100
nand4_1,18,18
o21a_1,10,10
clkdlybuf4s50_1,0,394
a21oi_1,266,266
a21o_1,13,13
==> cell type report <==
class / count / area (µm²) / share of cell area
multi-input cells: 1721 / 10900 / 0.532
repair buffers: 438 / 4290 / 0.209
flip-flops and latches: 196 / 3930 / 0.191
well taps: 402 / 503 / 0.0245
clock buffers: 18 / 429 / 0.0209
inverters: 81 / 309 / 0.0150
clock inverters: 13 / 139 / 0.00676
diodes: 4 / 10.0 / 0.000487
==> cells by family (layout without fill, tap and decap cells) <==
group / count (synthesis) / after routing / share of synthesized area
compound gates: 630 / 630 / 0.243
flops: 196 / 196 / 0.243
other cells: 0 / 4 / 0
fa+ha+maj: 101 / 101 / 0.0786
buf+inv: 298 / 550 / 0.0815
mux: 140 / 140 / 0.121
xor+xnor: 55 / 55 / 0.0298
simple gates: 795 / 795 / 0.204
Power figures rest on the tool's default switching activity, not on a simulated workload.
