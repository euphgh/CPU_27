## flow/config.mk

```make
export PLATFORM = sky130hd
export DESIGN_NAME = WB
export DESIGN_NICKNAME = WB
export VERILOG_FILES = /design/flow/design.v
export SDC_FILE = /design/flow/constraint.sdc
export NUM_CORES = 4
export LEC_CHECK = 1
export CORE_UTILIZATION = 30
```

## flow/constraint.sdc

```tcl
current_design WB

set clk_period 1.2
set clk_io_pct 0.2

create_clock -name clk0 -period $clk_period [get_ports {clk}]

set non_clock_inputs [all_inputs -no_clocks]
set_input_delay [expr $clk_period * $clk_io_pct] -clock clk0 $non_clock_inputs
set_output_delay [expr $clk_period * $clk_io_pct] -clock clk0 [all_outputs]
```

## flow/design.v

```verilog
module WB(
	input  wire clk,rst_n,
    output wire wb_allowin_out,
    input  wire mem_valid_in,
    output wire wb_valid_out,
	input wire [31:0] mem_wbdata_in,  
    input wire [3:0]  mem_reg_we_in,  
    input wire [31:0] mem_PC_in,
    input wire [4:0]  mem_wnum_in,
    input wire [2:0]  mem_write_type_in,
	output wire [31:0] wb_wbdata_out,  
	output wire [3:0]  wb_reg_we_out,  
    output wire [4:0]  wb_wnum_out,
    output reg  [4:0]  wb_wnum_reg_out,
    output reg  [2:0]  wb_write_type_out,
    output reg [31:0] debug_wb_pc,    
    output reg [3:0]  debug_wb_rf_wen,    
    output reg [4:0]  debug_wb_rf_wnum,    
    output reg [31:0] debug_wb_rf_wdata    
);
wire [31:0] WB_PC;
assign WB_PC = debug_wb_pc;
wire allowin,ready;
reg  valid_r;
assign ready = 1'b1; 
assign allowin = (!valid_r) || ready ;
assign wb_allowin_out = allowin;
assign wb_valid_out = ready && valid_r;
always @(posedge clk ) begin
    if (!rst_n) begin
        valid_r <= 1'b0;
    end else begin
        valid_r <= mem_valid_in;
    end
end
assign wb_wbdata_out = mem_wbdata_in;
assign wb_reg_we_out = mem_reg_we_in;
assign wb_wnum_out = mem_wnum_in;
always @(posedge clk) begin
    if (!rst_n) begin
        debug_wb_pc <= 32'b0;
        debug_wb_rf_wen <= 4'b0;
        debug_wb_rf_wnum <= 5'b0;
        debug_wb_rf_wdata <= 32'b0;
        wb_write_type_out <= 3'b0;
        wb_wnum_reg_out <= 3'b0;
    end
    else if (allowin && mem_valid_in) begin
        debug_wb_pc <= mem_PC_in;
        debug_wb_rf_wen <= mem_reg_we_in;
        debug_wb_rf_wnum <= mem_wnum_in;
        debug_wb_rf_wdata <= mem_wbdata_in;
        wb_write_type_out <= mem_write_type_in;
        wb_wnum_reg_out <= mem_wnum_in;
    end
    else if (!mem_valid_in) begin
        debug_wb_rf_wen <= 4'b0;
        debug_wb_rf_wnum <= 5'b0;
        debug_wb_rf_wdata <= 32'b0;
        wb_write_type_out <= 3'b0;
        wb_wnum_reg_out <= 3'b0;
    end
end
endmodule
```

## flow/run.sh

```bash
#!/bin/bash
# OpenROAD 26Q1-2900-gdf79404cd8, Yosys 0.63+post, stock flow scripts
make -C /OpenROAD-flow-scripts/flow DESIGN_CONFIG=/design/flow/config.mk WORK_HOME=/design/flow/orfs finish
```

==> results.sh <==
# flow metrics
export IMPL_yosys_warnings=1
export IMPL_diodes=0
export IMPL_grt_pass1_wl_mm=10.4
export IMPL_crit_path_end_kind="output pin"
export IMPL_ys_top_cells_by_area="dfxtp_1 (54%), buf_4 (13%), mux2i_1 (11%)"
export IMPL_rsz0062_at_grt="false"
export IMPL_ys_area_um2=2870
export IMPL_drv_cap=0
export IMPL_crit_arrival_ns=0.93
export IMPL_rows=35
export IMPL_wl_per_cell_um=12.2
export IMPL_synth_flops=77
export IMPL_power_density_nw_per_um2=1240
export IMPL_syn_inst=251
export IMPL_antenna_left=0
export IMPL_drt_iter0_drc=35
export IMPL_cts_root_buffer="clkbuf_8"
export IMPL_r2r_start="debug_wb_pc[18]"
export IMPL_cpMaxStageDelayCell="clkdlybuf4s50_1"
export IMPL_power_leakage_nw=2.48
export IMPL_finalCritPeriodShare=0.979
export IMPL_clk_pin_slew_ns=0.07
export IMPL_synth_stat_cells=251
export IMPL_area_growth_pct=68.3
export IMPL_grt_total_usage=0.133
export IMPL_wl_mm=6.70
export IMPL_io_buffer_count=201
export IMPL_firstDrtPassIters=4
export IMPL_max_freq_mhz=851
export IMPL_die_area_um2=9960
export IMPL_hp_start="mem_wbdata_in[19]"
export IMPL_die_size_y_um=99.8
export IMPL_cpPeakStageDelay_ns=0.47
export IMPL_post_route_min_period_ns=1.17
export IMPL_crit_path_start="mem_reg_we_in[0]"
export IMPL_cp_num_buf_inv=2
export IMPL_startpoint_type="primary input"
export IMPL_clockBufferDepth=2
export IMPL_floorplan_core_util=0.310
export IMPL_hold_viol=0
export IMPL_hold_slack_ns=0.263
export IMPL_status="completed"
export IMPL_min_path_type="primary input to flop"
export IMPL_crit_required_ns=0.96
export IMPL_finClkSkew_ns=0
export IMPL_num_vias=2213
export IMPL_syn_avg_cell_area_um2=11.4
export IMPL_place_gp_congestion=0.781
export IMPL_htreeDepth=3
export IMPL_drv_slew=0
export IMPL_fill_cells=869
export IMPL_gr_total_overflow=0
export IMPL_crit_fanout=2
export IMPL_die_w_um=99.8
export IMPL_clkLatencyLatePin_ns=0.33
export IMPL_cts_buffers=9
export IMPL_grt_antenna_before_repair=0
export IMPL_route_detailed_drc=0
export IMPL_ys_types=12
export IMPL_mostFrequentLayoutCells="dlygate4sd2_1 (116), clkdlybuf4s50_1 (76), and3_1 (44)"
export IMPL_ctsHoldBuffers=0
export IMPL_core_area_um2=9240
export IMPL_fin_util=0.523
export IMPL_layout_top_cell="dlygate4sd2_1"
export IMPL_dpl_cell_area_um2=4650
export IMPL_drive_above_1_share=0.172
export IMPL_hpwlAfterDp_mm=4.83
export IMPL_ir_worst_vdd_v=0.000644
export IMPL_finalSetupViolCount=0
export IMPL_cp_cell_sequence="dlygate4sd2_1 -> clkdlybuf4s50_1"
export IMPL_ioPinCount=203
export IMPL_cts_tree="done"
export IMPL_cp_top_family="buffers and inverters"
export IMPL_via_per_inst=4.05
export IMPL_synthesis_area_um2=2870
export IMPL_synth_seq_share=0.537
export IMPL_fin_area_um2=4830
export IMPL_critical_path_class="primary input to output pin"
export IMPL_grt_max_degree=49
export IMPL_warnings=25
export IMPL_cts_num_sinks=77
export IMPL_synth_largest_area_cell="dfxtp_1"
export IMPL_yosys_area_top_type_share=0.537
export IMPL_grt_pass1_vias=2215
==> what timing repair did <==
action / in CTS / in global routing
gates resized: 165 / 5
endpoints found under the setup margin: 123 / 5
setup buffers: 2 / 0
==> cells in the mapped netlist <==
| library cell | count |
|---|---|
| dfxtp_1 | 77 |
| buf_4 | 48 |
| and3_1 | 44 |
| mux2i_1 | 32 |
| nor2b_1 | 32 |
| buf_6 | 5 |
| clkbuf_1 | 4 |
| buf_12 | 3 |
| buf_2 | 3 |
| and2_1 | 1 |
| buf_8 | 1 |
| conb_1 | 1 |
==> layout make-up <==
class | instances | area, µm² | share of cell area
Sequential cell | 77 | 1590 | 0.329
Clock inverter | 4 | 120 | 0.0249
Timing Repair Buffer | 216 | 2010 | 0.416
Multi-Input combinational cell | 110 | 806 | 0.167
Clock buffer | 11 | 141 | 0.0293
Tap cell | 129 | 161 | 0.0334
==> power by group <==
group,leakage (nW),internal [mW],switching [mW]
Sequential,0.648,2.69,0.0393
Combinational,1.70,0.549,0.203
Clock,0.130,1.64,0.874
Total,2.48,4.88,1.12
==> state kept, by name, indices dropped and copies added (netlist names) <==
register           flops
debug_wb_pc           32
debug_wb_rf_wdata     32
debug_wb_rf_wen        4
valid_r                1
wb_wnum_reg_out        5
wb_write_type_out      3
==> metrics by stage <==
stage	std cells	worst slack, ns	TNS, ns	power [mW]
2_1_floorplan	251	0.351	0	3.08
3_3_place_gp	530	-0.255	-9.18	3.67
3_5_place_dp	530	-0.254	-9.16	3.67
4_1_cts	547	0.0120	0	6.10
5_1_grt	547	0.00156	0	6.28
6_report	547	0.0252	0	6.00
==> final timing paths <==
kind,to,slack (ns),depth (start not counted)
max,wb_reg_we_out[0],0.03,2
max reg2reg,debug_wb_pc[18],0.58,2
min reg2reg,debug_wb_pc[25],0.51,2
min,debug_wb_rf_wdata[19],0.26,2
==> cells by family (layout without fill, tap and decap cells) <==
logic type	Yosys count	in the layout	synth area share
buffers and inverters	64	231	0.182
other	1	1	0.00131
multiplexers	32	32	0.112
flip-flops	77	77	0.537
AND/OR/NAND/NOR	77	77	0.168
==> metal layers <==
layer | up-vias | GRT usage | part of all wire | wire length (µm)
met5 | - | 0 | 0 | 0
met4 | 0 | 0.0249 | 0.019 | 126
met3 | 10 | 0.0397 | 0.097 | 649
met2 | 110 | 0.224 | 0.47 | 3150
met1 | 986 | 0.173 | 0.41 | 2770
li1 | 1107 | - | - | -
Power figures rest on the tool's default switching activity, not on a simulated workload.
