<file path="./design.v">
module idstop (
    input wire [4:0] wr_exe,wr_mem,
    input wire [2:0] idstop_idcon, 
    input wire idstop_execon,idstop_memcon, 
    input wire [4:0] RR1,RR2,
    output wire idstop_out
    );
wire [1:0] same_r;
assign same_r[0] =  (|RR1)&&(((RR1==wr_exe)&&idstop_execon) ? 1'b1 :
                    ((RR1==wr_mem)&&idstop_memcon) ? 1'b1 : 1'b0);
assign same_r[1] =  (|RR2)&&(((RR2==wr_exe)&&idstop_execon) ? 1'b1 :
                    ((RR2==wr_mem)&&idstop_memcon) ? 1'b1 : 1'b0);
assign idstop_out = ({idstop_idcon[0]||idstop_idcon[2]} && same_r[0]) |
                    ({idstop_idcon[1]||idstop_idcon[2]} && same_r[1]) ;
endmodule
</file>
<file path="./run.sh">
#!/bin/bash
# OpenROAD 26Q1-2900-gdf79404cd8, Yosys 0.63+post, stock flow scripts
make -C /OpenROAD-flow-scripts/flow DESIGN_CONFIG=/design/flow/config.mk WORK_HOME=/design/flow/orfs finish
</file>
<file path="./config.mk">
export PLATFORM = sky130hd
export DESIGN_NAME = idstop
export DESIGN_NICKNAME = idstop
export VERILOG_FILES = /design/flow/design.v
export SDC_FILE = /design/flow/constraint.sdc
export NUM_CORES = 4
export LEC_CHECK = 1
export CORE_AREA = 10 10 70 70
export DIE_AREA = 0 0 80 80
</file>
<file path="./constraint.sdc">
current_design idstop

set clk_period 2.5
set clk_io_pct 0.2

create_clock -name clk0 -period $clk_period

set non_clock_inputs [all_inputs -no_clocks]
set_input_delay [expr $clk_period * $clk_io_pct] -clock clk0 $non_clock_inputs
set_output_delay [expr $clk_period * $clk_io_pct] -clock clk0 [all_outputs]
</file>
==> run_results.csv <==
group,metric,value,unit
run_status,outcome,"complete, no violations",
setup_path,cp_max_fo,3,
synth,yosys.area_share.aoi,13.4,%
setup_path,endpoint_kind,"output port",
routing,detail-route-antenna-nets,0,
layout,area_growth_syn_to_layout,126,%
placement,buffer_ports.inserted,26,
clock_tree,cts_setup_buffers,0,
timing,final.period_utilization,95.4,%
routing,detail_route.wirelength,1.31,mm
power_and_ir_drop,pwr_density_cell,140,mW/mm^2
setup_path,cp_slowest_stage_delay,480,ps
synth,syn_area,270,um^2
setup_path,path_common_cell,"sky130_fd_sc_hd__o22ai_1",
timing,final.min_clock_period,2390,ps
routing,dr.first_iter.drc_count,9,
floorplan,placement_rows,21,
timing,final_critical_path_setup_slack,114,ps
synth,netlist.area_leader.share,51.9,%
placement,detailedPlace.worstSlack,-260,ps
power_and_ir_drop,leak,0.243,nW
power_and_ir_drop,worst_ir_drop_vdd,45.1,uV
timing,grt_setup_unrepaired,"no",
setup_path,setup.worst_path.class,"primary input to output port",
synth,simple_gate_share,21.8,%
grt,largest_net_degree_at_the_start_of_global_routing,4,
synth,synthTopLogicFamily,"XOR/XNOR gates",
timing,maxSlewViolCount,0,
grt,grt_antenna_before_repair,0,
hold_path,hp-class,"primary input to output port",
setup_path,timing.critical_path.slowest_stage_cell,"sky130_fd_sc_hd__or4_1",
grt,grt_pass1_vias,380,
timing,achievable-frequency,0.419,GHz
layout,count_of_flip_flops_and_latches,0,
power_and_ir_drop,total_power,0.0000853,W
grt,grtUsageTotal,3.86,%
layout,register_area,0,um^2
synth,synth.yosys.warnings,0,
floorplan,dieHeight,80,um
synth,yosysSeqAreaShare,0,%
layout,final_util,17.9,%
layout,final_layout_size_suffix_gt1_share,10.9,%
clock_tree,cts_hold_repair.buffers,0,
setup_path,timing.critical_path.arrival,1890,ps
synth,xor_area_share,64.8,%
synth,post_synth.cell_area_avg,8.19,um^2
routing,detailedRoute.firstPassIterationCount,4,
routing,drt_drc_violations_left,0,
run,max_cap_viol_count,0,
placement,dp_cells,110,
floorplan,die_outline_area,0.00640,mm^2
synth,synthMuxAreaShare,0,%
layout,mostFrequentLayoutCell,"sky130_fd_sc_hd__dlygate4sd2_1",
placement,gp_congestion,0.842,
timing,finalHoldViolCount,0,
floorplan,core_region_area,0.00342,mm^2
synth,synth.distinct_cells,8,
layout,final_cell_count_no_fill,110,
layout,clock_buffers,0,
timing,setup_viol,0,
timing,transition_time_of_the_tightest_slew_check_pin,271,ps
synth,postSynthCellCount,33,
floorplan,floorplan.die.width,80,um
floorplan,fp_core_util,7.91,%
placement,dp.final_hpwl,1.22,mm
synth,yosys-top-cells-area,"sky130_fd_sc_hd__xor2_1 (52%), sky130_fd_sc_hd__xnor2_1 (13%), sky130_fd_sc_hd__nor4_1 (6.9%)",
synth,synth_chip_area,270,um^2
routing,route.detailed.wl_per_inst,11.9,um
floorplan,boundaryPins,26,
synth,ys_sh_adder,0,%
grt,grt_first_pass_wirelength,1.97,mm
synth,largest_area_cell,"sky130_fd_sc_hd__xor2_1",
setup_path,required_time_worst_endpoint,2000,ps
run,openroad.warnings,32,
clock_tree,post_cts.resized_instances,18,
routing,diodes,0,
setup_path,timing.critical_path.cells,"clkdlybuf4s50_1 > or4_1 > o22ai_1 > o22ai_1 > dlygate4sd2_1",
routing,routed_via_density,3.19,
layout,most-common-layout-cells,"sky130_fd_sc_hd__dlygate4sd2_1 (17), sky130_fd_sc_hd__xor2_1 (16), sky130_fd_sc_hd__clkdlybuf4s50_1 (9)",
synth,yosysCellCount,33,
setup_path,critical_path.startpoint_type,"primary input",
routing,num_vias,351,
grt,gr-total-overflow,0,
timing,slew_margin_rel,81.7,%
final timing paths:
path	depth (start not counted)	to	slack (ps)	start
max	5	idstop_out	110	RR1[0]
min	4	idstop_out	1700	RR1[2]
logic make-up after synthesis:
| logic type | count (synthesis) |
|---|---|
| xor gates and xnor gates | 20 |
| AOI/OAI and AO/OA | 5 |
| and+or+nand+nor | 8 |
area by class of cell:
class                           instances  area [um^2]
Tap cell                               46         57.6
Timing Repair Buffer                   31          277
Multi-Input combinational cell         33          277
Fill cell                             410         2810
per-stage QoR:
step                hold WS, ps  cell area (um^2)  TNS, ps
finish                     1700               611        0
global route               1750               611        0
CTS                        1710               611        0
detailed placement         2050               626     -260
global placement           2050               626     -258
floorplan                  1100               270        0
per-layer routing:
metal / up-vias / wire (um) / track usage (%)
met5: - / 0 / 0
met4: 0 / 0 / 0
met3: 0 / 201 / 2.39
met2: 19 / 415 / 4.41
met1: 147 / 694 / 6.00
li1: 185 / - / -
power breakdown:
part / total, W / leakage [nW] / internal, W / switching [W]
clock: 0 / 0 / 0 / 0
combinational: 0.0000853 / 0.243 / 0.0000507 / 0.0000347
sequential: 0 / 0 / 0 / 0
total: 0.0000853 / 0.243 / 0.0000507 / 0.0000347
cell usage after synthesis:
| master | n |
|---|---|
| sky130_fd_sc_hd__o22ai_1 | 3 |
| sky130_fd_sc_hd__and2_1 | 2 |
| sky130_fd_sc_hd__a32oi_1 | 2 |
| sky130_fd_sc_hd__nor4_2 | 1 |
| sky130_fd_sc_hd__nor4_1 | 3 |
| sky130_fd_sc_hd__xor2_1 | 16 |
| sky130_fd_sc_hd__or4_1 | 2 |
| sky130_fd_sc_hd__xnor2_1 | 4 |
worst max-delay path: cells and delay by family:
kind | cells | cell delay, ps
buf+inv | 2 | 700
compound gates | 2 | 210
simple gates | 1 | 480
Power figures rest on the tool's default switching activity, not on a simulated workload.
